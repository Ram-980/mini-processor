### /design/flow/design.v
module Register(
  input [4:0] rt, rs, WriteReg,
  input [31:0] WriteData,
  input Regwrt, input rst, input clk,
  output [31:0] Data1, Data2
);
  reg [31:0] registers[31:0];
  integer i;
  assign Data1 = registers[rs];
  assign Data2 = registers[rt];
  always @(posedge clk or posedge rst) begin 
    if (rst) begin
      for (i = 0; i < 32; i = i + 1) 
        registers[i] <= 32'b0;
    end else if (Regwrt) begin
      registers[WriteReg] <= WriteData;
    end
  end
endmodule
### /design/flow/run.sh
#!/bin/bash
# OpenROAD 26Q1-2900-gdf79404cd8, Yosys 0.63+post, stock flow scripts
make -C /OpenROAD-flow-scripts/flow DESIGN_CONFIG=/design/flow/config.mk WORK_HOME=/design/flow/orfs finish
### /design/flow/config.mk
export PLATFORM = sky130hd
export DESIGN_NAME = Register
export DESIGN_NICKNAME = Register
export VERILOG_FILES = /design/flow/design.v
export SDC_FILE = /design/flow/constraint.sdc
export NUM_CORES = 4
export LEC_CHECK = 1
export CORE_UTILIZATION = 30
### /design/flow/constraint.sdc
current_design Register

set clk_period 16.9
set clk_io_pct 0.2

create_clock -name clk0 -period $clk_period [get_ports {clk}]

set non_clock_inputs [all_inputs -no_clocks]
set_input_delay [expr $clk_period * $clk_io_pct] -clock clk0 $non_clock_inputs
set_output_delay [expr $clk_period * $clk_io_pct] -clock clk0 [all_outputs]
==> summary.txt <==
fresh numbers from the pnr run: Worst Hold Path Cells=1, pin count of the biggest net entering global routing=114, max FFs per register=1024, chip footprint=173000 um2, CP cell instances=buf_2, buf_4, buf_4, nand3b_1, nor2_4, buf_4, a22oi_1, nand4_1, a2111oi_0, a21oi_1, clkdlybuf4s50_1, # rows=151, dpl cells=6541, Pint=4.87 mW, DR iter-0 viols=5792, delay-heaviest family, CP=buffers and inverters, Setup Fix Bufs, Post-CTS=0, sequential area share after synthesis=49.9%, vias in the first global route=44600, asr flop ratio synth=100%, CTS tree=done, CTS buffer count=109, Post-Synth AOI/OAI Area=15.6%, Worst path depth=11, Finished Layout Cells=6754, Post-Synth XOR/XNOR Area=0%, yosys stat chip area=51400 um2, Pwr Density=117 nW/um2, Die Span Y=416 um, cycle use final=68.9%, Worst Hold Class=flip-flop to flip-flop, DP HPWL=173 mm, leading area contributor after synthesis=dfrtp_1, Largest Register=registers, Worst Path Max Fanout=29, largest registers=registers (1024), NetSw=2.08 mW, final tally of hold violations=0, Worst slew margin=18.8%, Basic Gates by Area=7.31%, Log Warnings=33, critical path required time=13520 ps, static leakage power=25.5 nW, # hold bufs at CTS=0, drt pass-1 iters=8, Tmin final=11650 ps, clock share of power=35.9%, P&R area growth vs syn=16.1%, Registers, synthesis=1024, Root Buffer=clkbuf_16, drt drc=0, Top cells by area=dfrtp_1 50%, mux2_2 23%, a22oi_1 11%, CP max-delay cell=nor2_4, max cap viols=0, yosys stat cell total=4395, Cells after Synth=4395, RSZ-0062 raised after global routing=no, ANT nets after route=0, critical path data arrival time=8270 ps, Main logic family=multiplexers, wire per inst=41.9 um, Syn Area/Cell=11.7 um2, FA/HA/MAJ Cells, Area Fraction=0%, routed wire length=283 mm, Slew Limit Fails=0, DR vias=45200, Clock Path Buffers=3, total gr overflow=0, CORE AREA=170000 um2, Final Power=6.96 mW, post-cts sizing count=0, GP Congestion=1.06, Final Setup Violations=0, first-pass GRT wire length=385 mm, CTS clk-pin slew, worst paths=60 ps, gr usage total=33.4%, CP bufs+invs=5, Area leader share=49.9%, Die W=416 um, IO Count=114, Sink Count=1024, top_reg_cell synth=dfrtp_1, Net Sw Frac=29.9%, combinational power share=15.0%, H-tree depth=3, worst-margin pin slew=1210 ps, startpoint types=primary input, delay of the slowest critical-path stage=1000 ps, number of enable flip-flop cells=0, sequential power share=49.2%, MUX share of area=23.7%, WS Path Type=primary input to primary output, PortBufs=113, Floorplan Utilization=30.3%, Vias per Instance=6.69, Reg2Reg Depth=1, FMAX=0.0858 GHz, Final Skew=0 ps, clk latency of the worst-skew pair=740 ps, Syn Std Cell Area=51400 um2, # fillers=16500, post-synth cell types=63, CP most frequent cell=buf_4, Synth warnings=2, CP endpoint kind=primary output, Max VDD drop=0.0824 mV, layout cell share with drive strength beyond 1=34.6%, initial antenna violation count=16, status=completed
[cell families (layout without fill, tap and decap cells)]
group,after synthesis,after routing
AOI/OAI and AO/OA,1074,1074
and+or+nand+nor,776,776
DFF,1024,1024
other,0,11
muxes,1084,1084
buffers and inverters,437,567
[Yosys cell counts, types with 14 or more instances]
| cell type | number |
|---|---|
| a22o_1 | 43 |
| nor3_1 | 73 |
| mux2i_1 | 47 |
| nand2_1 | 240 |
| nor2b_1 | 19 |
| a22oi_1 | 756 |
| nand4_1 | 90 |
| buf_1 | 66 |
| nor2_1 | 170 |
| nor4_1 | 36 |
| dfrtp_1 | 1024 |
| o21ai_0 | 25 |
| nand2b_1 | 15 |
| o32a_1 | 15 |
| clkbuf_1 | 262 |
| nand3_1 | 54 |
| a221oi_1 | 30 |
| buf_2 | 95 |
| mux2_2 | 1031 |
| a21oi_1 | 84 |
| a32oi_1 | 24 |
| a31oi_1 | 24 |
| a222oi_1 | 14 |
[metrics by stage]
stage	setup WS, ps	TNS (ps)	hold slack, ps	utilization, %	area [um2]
2_1_floorplan	-594	-608190	487	-	51400
3_3_place_gp	5580	0	501	33.0	55900
3_5_place_dp	5600	0	509	33.0	55900
4_1_cts	5580	0	523	35.1	59600
5_1_grt	5400	0	543	35.1	59600
6_report	5250	0	525	35.2	59600
[path summary, 6_finish.rpt]
check	from	slack (ps)	to
worst max-delay path	rt[2]	5250	Data2[7]
worst min-delay path	registers[16][25]$_DFFE_PP0P_	520	registers[16][25]$_DFFE_PP0P_
worst max register to register	registers[2][23]$_DFFE_PP0P_	15980	registers[2][23]$_DFFE_PP0P_
worst min register to register	registers[16][25]$_DFFE_PP0P_	520	registers[16][25]$_DFFE_PP0P_
max in group asynchronous	rst	10110	registers[16][27]$_DFFE_PP0P_
min in group asynchronous	rst	3000	registers[11][0]$_DFFE_PP0P_
[placed cells by master (no fill, tap or decap), types with 8 or more instances in the layout]
| cell type | instances |
|---|---|
| mux2_2 | 1031 |
| dfrtp_1 | 1024 |
| a22oi_1 | 756 |
| buf_4 | 244 |
| nand2_1 | 227 |
| clkbuf_16 | 111 |
| clkdlybuf4s50_1 | 107 |
| nor2_1 | 102 |
| nand4_1 | 90 |
| a21oi_1 | 84 |
| nor2_4 | 73 |
| nor3_1 | 71 |
| nand3_1 | 50 |
| mux2i_1 | 47 |
| a22o_1 | 43 |
| nor4_1 | 36 |
| a221oi_1 | 30 |
| clkbuf_8 | 26 |
| o21ai_0 | 25 |
| a32oi_1 | 24 |
| a31oi_1 | 24 |
| clkbuf_1 | 24 |
| nor2b_1 | 18 |
| clkinv_2 | 16 |
| o32a_1 | 15 |
| nand2b_1 | 14 |
| a222oi_1 | 14 |
| nand2_2 | 13 |
| diode_2 | 11 |
| nand3b_1 | 9 |
| and2_1 | 9 |
| and4_1 | 9 |
| clkinvlp_4 | 9 |
| a2111oi_0 | 8 |
| and3_1 | 8 |
[cell type report]
type	count	area, um2	area share, %
Timing Repair Buffer	358	2970	4.98
Inverter	7	30.0	0.0504
Antenna cell	11	27.5	0.0462
Multi-Input combinational cell	2934	24500	41.2
Clock inverter	41	439	0.736
Clock buffer	161	3230	5.41
Sequential cell	1024	25600	43.0
Tap cell	2218	2780	4.65
[layer usage]
layer	routed length [um]	vias up	share of wire, %	track usage, %
li1	-	16900	-	-
met1	97500	22700	34	40.6
met2	113000	4073	40	44.9
met3	45100	1432	16	18.6
met4	27300	23	9.7	23.3
met5	327	-	0.12	1.28
[power groups by stage]
stage                 combinational, mW  clock [mW]  sequential (mW)
after global routing               1.10        2.60             3.46
after CTS                          1.02        2.50             3.40
final                              1.04        2.49             3.42
Power and IR drop assume default switching activity.
