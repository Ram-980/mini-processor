==> ./design.v <==
module ALU(
  input [31:0] input1, input2,
  input [3:0] ALU_Con,
  output reg [31:0] ALUout,
  output reg eq_true,
  output reg [31:0] hi, low
);
  always @(*) begin
    case (ALU_Con)
      4'b0000: ALUout = input1 + input2;
      4'b0001: ALUout = input1 - input2;
      4'b0010: ALUout = input1 & input2;
      4'b0011: ALUout = input1 | input2;
      4'b0100: ALUout = input1 ^ input2;
      4'b0101: ALUout = input1 << input2;
      4'b0110: ALUout = input1 >> input2;
      default: ALUout = 32'b0;
    endcase
    eq_true = (input1 == input2);
    hi = 32'b0;
    low = 32'b0;
  end
endmodule
==> ./run.sh <==
#!/bin/bash
# OpenROAD 26Q1-2900-gdf79404cd8, Yosys 0.63+post, stock flow scripts
make -C /OpenROAD-flow-scripts/flow DESIGN_CONFIG=/design/flow/config.mk WORK_HOME=/design/flow/orfs finish
==> ./config.mk <==
export PLATFORM = sky130hd
export DESIGN_NAME = ALU
export DESIGN_NICKNAME = ALU
export VERILOG_FILES = /design/flow/design.v
export SDC_FILE = /design/flow/constraint.sdc
export NUM_CORES = 4
export LEC_CHECK = 1
export CORE_UTILIZATION = 50
==> ./constraint.sdc <==
current_design ALU

set clk_period 18.9
set clk_io_pct 0.2

create_clock -name clk0 -period $clk_period

set non_clock_inputs [all_inputs -no_clocks]
set_input_delay [expr $clk_period * $clk_io_pct] -clock clk0 $non_clock_inputs
set_output_delay [expr $clk_period * $clk_io_pct] -clock clk0 [all_outputs]
==> results.json <==
{
  "design.core.area_um2": 18100,
  "p_per_area_nw_per_um2": 26.0,
  "fillers": 1830,
  "grt_pass1_wl_mm": 60.9,
  "final_util_pct": 55.6,
  "synthCells": 1383,
  "critPathKind": "input port to output port",
  "status": "finished clean",
  "area_leaders": "ha_1 15%, mux4_2 8.4%, a21oi_1 6.4%",
  "ys_types": 83,
  "port_buffers": 101,
  "crit_fanout": 16,
  "warnings": 113,
  "post_cts_resized": 0,
  "final_layout_top_logic_cell": "nand2_1",
  "cp-end-kind": "output port",
  "max_freq_ghz": 0.0817,
  "rows": 49,
  "dieWidth_um": 139,
  "slew_headroom_pct": 40.3,
  "route.detailed.wl_per_inst_um": 25.0,
  "synth_warnings": 1,
  "antenna_found_initial": 2,
  "rsz0062_at_grt": "false",
  "ys_seq_share_pct": 0,
  "overflow": 0,
  "gp_congestion": 1.12,
  "drt_iter0_markers": 1498,
  "regArea_um2": 0,
  "ys_cells": 1383,
  "min_path_type": "input port to output port",
  "cap_violations": 0,
  "post-dp-hpwl_mm": 32.1,
  "period_used_pct": 64.8,
  "grt_max_degree": 63,
  "grt_pass1_vias": 9877,
  "cp_cell_sequence": "clkdlybuf4s50_1 > inv_1 > ha_1 > nand2_1 > or4_1 > o41ai_1 > o41ai_1 > o311ai_1 > nor3_1 > xnor2_1 > o21ai_0 > clkdlybuf4s50_1",
  "ctsHoldBuffers": 0,
  "worst-slew-pin-transition_ps": 884,
  "finalSetupViolCount": 0,
  "dr.pass1.iters": 21,
  "ant_nets": 0,
  "routed-via-count": 10900,
  "post_cts_buffers": 0,
  "drv_slew": 0,
  "antenna_cells": 0,
  "irDropWorstVdd_v": 0.0000154,
  "cp.required_ps": 15120,
  "p_leak_nw": 4.22,
  "chip_area_um2": 19200,
  "crit_slowest_cell": "clkdlybuf4s50_1",
  "netlist_area_um2": 9340,
  "min_period_ps": 12250,
  "track_usage_pct": 42.4,
  "fin_total_pwr_uw": 262,
  "drive_gt1_share_pct": 7.68,
  "yosys.area.top_type": "ha_1",
  "areaGrowthSynthToFinish_pct": 8.02,
  "layout_top_cells": "145 x nand2_1, 144 x nor2_1, 120 x a21oi_1, 111 x o21ai_0, 111 x ha_1",
  "cpPeakStageDelay_ps": 930,
  "n_clock_buffer": 0,
  "tns_ps": 0,
  "ff_count": 0,
  "syn_avg_cell_area_um2": 6.75,
  "ys_chip_area_um2": 9340,
  "ios": 165,
  "critPathArrivalTime_ps": 8470,
  "start_kind": "input port",
  "fp_util_pct": 51.5,
  "hold_viol": 0,
  "fp.dieH_um": 139,
  "via_per_inst": 6.69,
  "remaining_drc_errors": 0,
  "routed_wl_mm": 40.9,
  "yosys.area.top_type_share_pct": 14.9
}
==> metal layers <==
metal  global-route usage, %  wire length, um  share of wire, %
met1                    60.8            16900                41
met2                    63.9            17700                43
met3                    7.25             4360                11
met4                    16.7             1930               4.7
met5                       0               15             0.037
==> area by class of cell <==
class                      count  area, um^2  share of cell area, %
timing repair buffer         128        1190                   11.8
tap                          229         287                   2.84
inverter                      91         342                   3.39
multi-input combinational   1188        8270                   81.9
==> report_power, final <==
part	total, mW	internal [mW]	switching, mW	leakage (nW)
Sequential	0	0	0	0
Combinational	0.262	0.103	0.159	4.22
Clock	0	0	0	0
Total	0.262	0.103	0.159	4.22
==> cell families after synthesis <==
| logic type | share of synthesized area, % |
|---|---|
| compound gates | 30.8 |
| xor+xnor | 2.53 |
| fa+ha+maj | 15.3 |
| buf+inv | 14.1 |
| mux | 14.7 |
| other cells | 0.0401 |
| simple gates | 22.5 |
==> worst paths after layout <==
| kind | start | endpoint | depth (start not counted) |
|---|---|---|---|
| max | input1[13] | ALUout[28] | 12 |
| min | input2[0] | ALUout[0] | 5 |
==> worst max-delay path, delay by kind of cell <==
kind	cells	cell delay, ps
buffers and inverters	3	1530
adders and majority gates	1	620
AOI/OAI and AO/OA	4	1570
xor gates and xnor gates	1	130
and+or+nand+nor	3	830
==> Yosys cell counts, types with 5 or more instances <==
cell / number
a211o_1: 7
a211oi_1: 19
a21o_1: 12
a21oi_1: 120
a221o_1: 9
a221oi_1: 27
a22oi_1: 13
a31oi_1: 14
and3_1: 9
buf_1: 7
buf_2: 31
buf_4: 73
buf_6: 5
clkbuf_1: 51
ha_1: 111
inv_1: 87
mux2_2: 14
mux2i_1: 43
mux4_2: 35
nand2_1: 145
nand2b_1: 12
nand3_1: 29
nand4_1: 7
nor2_1: 144
nor2b_1: 11
nor3_1: 40
nor4_1: 17
o2111ai_1: 8
o211ai_1: 16
o21ai_0: 111
o21bai_1: 9
o221ai_1: 8
o22ai_1: 9
or3_1: 10
xnor2_1: 23
==> per-stage QoR <==
step	instance area (um^2)	cells	setup slack, ps	hold slack (ps)
2_1_floorplan	9580	1446	8380	7740
3_3_place_gp	10100	1636	6850	8810
3_5_place_dp	10100	1636	6780	8800
4_1_cts	10100	1636	6790	8810
5_1_grt	10100	1636	6420	8870
6_report	10100	1636	6650	8770
Power and IR drop assume default switching activity.
