==> ./design.v <==
module pc (
    input clk , output reg [9:0] PC, input rst , input jump , input [25:0] jaddress , input branch , input [15:0] branchval 
);
    always @(posedge clk ) begin
        if(rst) begin
            PC <= 0;
        end
        else begin
            if(jump) begin
                PC <= jaddress;
            end
            else if(branch) begin
                PC <= PC + 1 + branchval;
            end
            else begin
                PC <= PC + 1;
            end
        end
    end
endmodule
==> ./run.sh <==
#!/bin/bash
# OpenROAD 26Q1-2900-gdf79404cd8, Yosys 0.63+post, stock flow scripts
make -C /OpenROAD-flow-scripts/flow DESIGN_CONFIG=/design/flow/config.mk WORK_HOME=/design/flow/orfs finish
==> ./config.mk <==
export PLATFORM = sky130hd
export DESIGN_NAME = pc
export DESIGN_NICKNAME = pc
export VERILOG_FILES = /design/flow/design.v
export SDC_FILE = /design/flow/constraint.sdc
export NUM_CORES = 4
export LEC_CHECK = 1
export CORE_AREA = 10 10 79 79
export DIE_AREA = 0 0 89 89
==> ./constraint.sdc <==
current_design pc

set clk_period 8.2
set clk_io_pct 0.2

create_clock -name clk0 -period $clk_period [get_ports {clk}]

set non_clock_inputs [all_inputs -no_clocks]
set_input_delay [expr $clk_period * $clk_io_pct] -clock clk0 $non_clock_inputs
set_output_delay [expr $clk_period * $clk_io_pct] -clock clk0 [all_outputs]
==> flow_summary.yaml <==
# yosys + openroad results
floorplan:
  core-area_mm2: 0.00466
  ios: 56
  fp_util: 0.220
  die_h_um: 89
  die_x_um: 89
  die-area_mm2: 0.00792
  rows: 25
clock_network:
  postCtsHoldBufs: 0
  ctsResizeCount: 0
  cts.reportedPaths.clkPinSlew_ps: 50
  ctsHtreeMaxLevel: 1
  cts_setup_buffers: 0
  clock_path_buffers: 2
  cts-root-buf: "clkbuf_8"
  cts_sinks: 10
  cts_tree: "built"
  numCtsBuffers: 3
  clkLatencyLatePin_ps: 230
logic_synthesis:
  ys_types: 39
  ys.flop_type: "dfxtp_1"
  yosys-stat-cells: 128
  synth_area_mm2: 0.00103
  synth_flops: 10
  yosysSeqAreaShare: 0.195
  ys_async_sr_fraction: 0
  ys_chip_area_mm2: 0.00103
  edf_count: 0
  synth_area_per_cell_um2: 8.03
  ys_warn_count: 1
  synthCells: 128
worst_setup_path:
  cp-end-kind: "register"
  reg2reg_slack_ps: 5520
  start_kind: "input port"
  required_ps: 8330
  cp.arrival_ps: 3810
  rr_worst_depth: 9
  rr_endpoint: "PC[9]$_SDFF_PP0_"
  r2r_start: "PC[0]$_SDFF_PP0_"
  crit_fanout: 3
  path_class: "in -> reg"
place:
  post-dp-hpwl_um: 2460
  numPortBuffers: 33
  place_inst: 213
  place_congestion: 0.815
  place_ws_ps: 4280
drt:
  routedWlPerCell_um: 13.6
  vias: 1058
  viasPerCell: 4.88
  wl_um: 2940
  drtIter0Drc: 36
  drtAntennaViolNets: 0
  drc: 0
  n_antenna_cell: 0
  dr.pass1.iters: 4
worst_hold_path:
  whs_path_depth: 3
  whs_endpoint: "PC[9]$_SDFF_PP0_"
  hp-class: "reg -> reg"
  min_from: "PC[9]$_SDFF_PP0_"
global_routing:
  grt_pass1_wl_um: 5030
  globalRoute.totalOverflow: 0
  antenna_found_initial: 0
  grt_pass1_vias: 1088
  grt_max_degree: 17
  track_usage: 0.0785
finish:
  area_delta_synth_final_pct: 43.0
  comb_area_um2: 786
  lay_top_count: "clkdlybuf4s50_1"
  drive_above_1_share: 0.0675
  final_cell_mix: "clkdlybuf4s50_1, a21oi_1"
  utilization: 0.315
  nFillCells: 493
  reg_top3: "PC x10"
  instances_no_fill: 217
  regMostFlops: "PC"
  layout.area.seq_um2: 200
  largest_reg_flops: 10
timing:
  fin_crit_sh: 0.450
  max_slew_margin: 0.643
  period_minus_slack_ps: 3690
  clock.fmax_mhz: 271
  rsz0062_at_grt: "no"
  tns_ps: 0
  hold_violations: 0
  setup_viol_count_final: 0
  setup_ws_ps: 4510
  maxSlewViolCount: 0
  tightestPinTransition_ps: 534
  clock_skew_ps: 1.24
  hold_ws_ps: 695
flow_run:
  cap_violations: 0
  tool_warnings: 47
pwr:
  power_density_mw_per_mm2: 141
  vdd_drop_max_v: 0.0000745
  p_leak_nw: 0.613
outcome:
  outcome: "finished, final reports clean"
[worst max-delay path, cell delays in order]
cell and delay, ps:
clkdlybuf4s50_1 400, ha_1 230, fa_1 420, a21o_2 220, a21oi_2 200, o21ai_1 130
a2111oi_0 350, and3b_1 220
[where the power goes]
part           internal, mW  total [mW]  switching (mW)
Combinational        0.0471      0.0863          0.0392
Clock                0.0422      0.0609          0.0188
Sequential           0.0537      0.0597         0.00593
Total                 0.143       0.207          0.0639
[layer usage]
metal | global-route usage | wire length, um
met1 | 0.106 | 1420
met2 | 0.123 | 1220
met4 | 0.00434 | 19
met3 | 0.0294 | 284
met5 | 0 | 0
[worst max-delay path by stage]
stage | startpoint | to | cells after the start
final | branchval[0] | PC[8]$_SDFF_PP0_ | 8
after global routing | branchval[0] | PC[8]$_SDFF_PP0_ | 8
after CTS | branchval[0] | PC[8]$_SDFF_PP0_ | 8
[cell type report]
| cell class | count | area share |
|---|---|---|
| tap | 54 | 0.0460 |
| clock buffer | 4 | 0.0375 |
| multi-input combinational | 108 | 0.535 |
| inverter | 8 | 0.0204 |
| sequential | 10 | 0.136 |
| timing repair buffer | 33 | 0.225 |
[synthesized netlist by cell type, types with 2 or more instances]
master | n | area share
xor2_1 | 2 | 0.017
a211oi_1 | 2 | 0.015
nand2_1 | 10 | 0.037
xnor2_1 | 10 | 0.085
ha_1 | 10 | 0.12
o21ai_0 | 4 | 0.019
a21oi_1 | 12 | 0.058
o221ai_1 | 2 | 0.017
a21o_1 | 2 | 0.015
and3_1 | 5 | 0.030
o21bai_1 | 2 | 0.015
nor2_1 | 10 | 0.037
o21ai_1 | 2 | 0.0097
mux2i_1 | 3 | 0.029
nand4_1 | 4 | 0.024
dfxtp_1 | 10 | 0.19
a221oi_2 | 2 | 0.029
inv_1 | 8 | 0.029
nor3_1 | 3 | 0.015
o211a_1 | 2 | 0.019
nand3_1 | 5 | 0.024
[metrics by stage]
step / instance area, um^2 / power [mW]
6_report: 1470 / 0.207
5_1_grt: 1470 / 0.225
4_1_cts: 1470 / 0.209
3_5_place_dp: 1410 / 0.147
3_3_place_gp: 1410 / 0.147
2_1_floorplan: 1030 / 0.113
[kinds of logic after synthesis]
logic type	count (synthesis)	share of synthesized area
muxes	4	0.0402
xor gates and xnor gates	12	0.102
and+or+nand+nor	43	0.212
DFF	10	0.195
adders and majority gates	11	0.141
AOI/OAI and AO/OA	38	0.269
buffers and inverters	10	0.0402
No activity file was given, so power comes from the tool's default toggle rates.
